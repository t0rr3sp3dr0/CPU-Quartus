## flow/design.v

```verilog
module CPU(
	input wire clk,
	output wire [3:0] outX,
	output wire [3:0] outY,
	output wire [3:0] outZ,
	output wire [3:0] outULA,
	output wire [1:0] tX,
	output wire [1:0] tY,
	output wire [1:0] tZ,
	output wire tULA,
	output wire [3:0] outPC,
	output wire [3:0] memoryValue,
	output wire [3:0] memoryFunction
);
	Register regX(clk, tX, memoryValue, outX);
	Register regY(clk, tY, outULA, outY);
	Register regZ(clk, tZ, outY, outZ);
	ULA blockULA(tULA, outX, outY, outULA);
	UC blockUC(memoryFunction, tX, tY, tZ, tULA);
	PC blockPC(clk, outPC);
	Memory blockMemory(outPC, memoryFunction, memoryValue);
endmodule
module Memory(input wire [3:0] selector, output reg [2:0] func, output reg [3:0] value);
	parameter A = 4;
	parameter B = 2;
	parameter CLR = 4'b0000;
	parameter LD1 = 4'b0001;
	parameter LD2 = 4'b0010;
	parameter LD3 = 4'b0011;
	parameter DIV = 4'b0100;
	parameter RES = 4'b0101;
	parameter DIS = 4'b0110;
	always begin
		#2
		case(selector)
			4'b0000:
			begin
				func <= CLR;
				value <= 0;
			end
			4'b0001:
			begin
				func <= LD1;
				value <= A;
			end
			4'b0010:
			begin
				func <= LD2;
				value <= B;
			end
			4'b0011:
			begin
				func <= LD3;
				value <= 0;
			end
			4'b0100:
			begin
				func <= DIV;
				value <= 0;
			end
			4'b0101:
			begin
				func <= RES;
				value <= 0;
			end
			4'b0110:
			begin
				func <= DIS;
				value <= 0;
			end
		endcase
	end
endmodule
module PC(input wire clk, output reg [3:0] out);
	always @(negedge clk) begin
		if (out == 4'b0110)
			out = 4'b0000;
		else
			out = out + 1;
	end
endmodule 
module Register(input wire clk, input wire [1:0] func, input wire [3:0] in, output reg [3:0] out);
	parameter HOLD = 2'b00;
	parameter LOAD = 2'b01;
	parameter SHIFTR = 2'b10;
	parameter RESET = 2'b11;
	always @(posedge clk) begin
		case (func)
			HOLD:
				out <= out;
			LOAD:
				out <= in;
			SHIFTR:
				out <= (out >> 1);
			RESET:
				out <= 4'b0000;
		endcase
	end
endmodule
module UC(input wire [3:0] func, output reg [1:0] tX, output reg [1:0] tY, output reg [1:0] tZ, output reg tULA);
	parameter CLR = 4'b0000;
	parameter LD1 = 4'b0001;
	parameter LD2 = 4'b0010;
	parameter LD3 = 4'b0011;
	parameter DIV = 4'b0100;
	parameter RES = 4'b0101;
	parameter DIS = 4'b0110;
	parameter HOLD = 2'b00;
	parameter LOAD = 2'b01;
	parameter SHIFTR = 2'b10;
	parameter RESET = 2'b11;
	parameter DC = 1'b0;
	parameter ADD = 1'b1;
	always begin
		case (func)
			CLR:
				begin
					tX <= RESET;
					tY <= RESET;
					tZ <= RESET;
					tULA <= DC;
				end
			LD1:
				begin
					tX <= LOAD;
					tY <= HOLD;
					tZ <= HOLD;
					tULA <= DC;
				end
			LD2:
				begin
					tX <= LOAD;
					tY <= LOAD;
					tZ <= HOLD;
					tULA <= ADD;
				end
			LD3:
				begin
					tX <= HOLD;
					tY <= LOAD;
					tZ <= HOLD;
					tULA <= ADD;
				end
			DIV:
				begin
					tX <= HOLD;
					tY <= SHIFTR;
					tZ <= HOLD;
					tULA <= DC;
				end
			RES:
				begin
					tX <= HOLD;
					tY <= HOLD;
					tZ <= LOAD;
					tULA <= DC;
				end
			DIS:
				begin
					tX <= HOLD;
					tY <= HOLD;
					tZ <= HOLD;
					tULA <= DC;
				end
		endcase
	end
endmodule
module ULA(input wire func, input wire [3:0] inX, input wire [3:0] inY, output reg [3:0] out);
	parameter DC = 1'b0;
	parameter ADD = 1'b1;
	always begin
		case (func)
			DC:
				out <= 4'b0000;
			ADD:
				out <= (inX + inY);
		endcase
	end
endmodule
```

## flow/run.sh

```bash
#!/bin/bash
# OpenROAD 26Q1-2900-gdf79404cd8, Yosys 0.63+post, stock flow scripts
make -C /OpenROAD-flow-scripts/flow DESIGN_CONFIG=/design/flow/config.mk WORK_HOME=/design/flow/orfs finish
```

## flow/config.mk

```make
export PLATFORM = sky130hd
export DESIGN_NAME = CPU
export DESIGN_NICKNAME = CPU
export VERILOG_FILES = /design/flow/design.v
export SDC_FILE = /design/flow/constraint.sdc
export NUM_CORES = 4
export LEC_CHECK = 1
export CORE_AREA = 10 10 88 88
export DIE_AREA = 0 0 98 98
```

## flow/constraint.sdc

```tcl
current_design CPU

set clk_period 3.5
set clk_io_pct 0.2

create_clock -name clk0 -period $clk_period [get_ports {clk}]

set non_clock_inputs [all_inputs -no_clocks]
set_input_delay [expr $clk_period * $clk_io_pct] -clock clk0 $non_clock_inputs
set_output_delay [expr $clk_period * $clk_io_pct] -clock clk0 [all_outputs]
```

==> results.sh <==
# flow metrics
export IMPL_status="complete, no violations"
export IMPL_die_x_um=98
export IMPL_finish_instance_area_mm2=0.001615
export IMPL_place_hpwl_mm=2.077
export IMPL_seq_area_um2=598.1
export IMPL_slowest_delay_ps=330
export IMPL_drt_wl_total_mm=2.476
export IMPL_cpMaxStageDelayCell="dfxtp_4"
export IMPL_cp_start_kind="flip-flop"
export IMPL_grt_usage_pct=5.342
export IMPL_cts_tree="built"
export IMPL_synth_most_common_cell="nand2_1"
export IMPL_rsz0062_at_grt="no"
export IMPL_synth_cells_most_frequent="15 x nand2_1, 12 x dlxtn_1, 12 x inv_1"
export IMPL_die_h_um=98
export IMPL_untimed_endpoints=36
export IMPL_numPortBuffers=31
export IMPL_yosys_area_mm2=0.001146
export IMPL_syn_area_mm2=0.001146
export IMPL_unclocked_pins=12
export IMPL_grt_pass1_wl_mm=4.340
export IMPL_setup_ws_ps=180.5
export IMPL_cp_required_ps=2800
export IMPL_vias=867
export IMPL_fin_skew_ps=4.241
export IMPL_routedWlPerCell_um=10.67
export IMPL_vias_per_cell=3.737
export IMPL_fin_setup_tns_ps=0
export IMPL_clockRootBuffer="clkbuf_8"
export IMPL_cp_cell_sequence="dlygate4sd2_1"
export IMPL_ant_nets=0
export IMPL_power_density_mw_per_mm2=212.5
export IMPL_enable_flop_cells=11
export IMPL_antennaDiodeCount=0
export IMPL_crit_family="flip-flops"
export IMPL_cp_max_fo=2
export IMPL_h_tree_depth=1
export IMPL_logic_area_um2=486.7
export IMPL_drt_first_pass_iters=3
export IMPL_cts_buffers=3
export IMPL_ff2ff_setup_slack_ps=1880
export IMPL_syn_avg_cell_area_um2=9.796
export IMPL_synth_flops=27
export IMPL_ios=36
export IMPL_rows=28
export IMPL_path_buffers=1
export IMPL_die_area_mm2=0.009604
export IMPL_clk_latency_ps=310
export IMPL_cp_arrival_ps=2620
export IMPL_warning_count=32
export IMPL_place_ws_ps=145.6
export IMPL_min_path_type="reg2reg"
export IMPL_antenna_found_initial=0
export IMPL_core_area_mm2=0.005921
export IMPL_fillers=628
export IMPL_endpoint_kind="output port"
export IMPL_place_gp_congestion=0.7663
export IMPL_yosys_cells=117
export IMPL_leakagePower_nw=0.6807
export IMPL_ys_warn_count=6
export IMPL_setup_viol=0
export IMPL_max_cap_violations=0
export IMPL_synthArstFlopShare_pct=0
export IMPL_synth_cell_types=30
export IMPL_drc=0
export IMPL_clockBufferDepth=2
export IMPL_top_area_cell="edfxtp_1"
export IMPL_power_mw=0.3433
export IMPL_syn_instance_count=117
export IMPL_grt_start_max_net_pins=10
export IMPL_fin_util_pct=27.28
export IMPL_grt_pass1_vias=901
export IMPL_drt_iter0_drc=23
export IMPL_ir_drop_uv=154.6
export IMPL_ys_flop_type="dlxtn_1"
export IMPL_drive_gt1_share_pct=12.74
export IMPL_slew_violations=0
export IMPL_top_cells_by_area="edfxtp_1 29%, dlxtn_1 16%, ha_1 7.6%"
export IMPL_syn2layout_area_growth_pct=40.94
export IMPL_synthDominantCellAreaShare_pct=28.82
export IMPL_cts_reportedPaths_clkPinSlew_ps=30
export IMPL_hold_viol_final=0
export IMPL_grt_overflow=0
export IMPL_fp_utilization_pct=19.36
export IMPL_place_area_mm2=0.001541
export IMPL_crit_type="reg2out"
[cell families after synthesis]
family	share of synthesized area (%)
AOI/OAI and AO/OA	9.389
xor gates and xnor gates	1.529
adders and majority gates	9.388
buffers and inverters	6.986
DFF	35.81
latches	15.72
muxes	0.8734
other	0.3272
and+or+nand+nor	19.98
[per-stage QoR]
step	std cells	hold WS, ps
after global routing	232	553.4
after detailed placement	223	529.0
final	232	530.8
after CTS	232	536.1
after global placement	223	506.7
after floorplan	120	456.3
[registers in the layout (all words and copies together) (netlist names)]
| name | flops |
|---|---|
| blockPC.out | 4 |
| regY.out | 4 |
| regZ.out | 4 |
| blockMemory.func | 3 |
| regX.out | 3 |
| blockMemory.value | 2 |
| blockUC.tX | 2 |
| blockUC.tY | 2 |
| blockUC.tZ | 2 |
| blockUC.tULA | 1 |
[worst paths after layout]
| check | from | cells past startpoint | end |
|---|---|---|---|
| worst max register to register | regX.out[0] | 5 | regY.out[2] |
| worst min register to register | blockPC.out[0] | 2 | blockPC.out[0] |
| worst min-delay path | blockPC.out[0] | 2 | blockPC.out[0] |
| worst max-delay path | blockPC.out[0] | 1 | outPC[0] |
[final cells by class]
cell class,instances,share of cell area (%)
Sequential cell,27,37.03
Timing Repair Buffer,35,20.76
Inverter,11,2.556
Tap cell,75,5.809
Clock inverter,5,1.162
Clock buffer,3,2.556
Multi-Input combinational cell,76,30.13
[where the power goes]
part	switching [mW]	total, mW	internal, mW
Sequential	0	0.188	0.188
Clock	0.0715	0.155	0.0838
Combinational	0.000226	0.000227	0
Total	0.0717	0.343	0.272
[layout by cell type (no fill, tap or decap), drive strengths merged]
cell           instances
a21boi                 2
a21o                   3
a21oi                  3
and2b                  1
buf                    4
clkbuf                 3
clkdlybuf4s50         27
clkinv                 1
conb                   4
dfxtp                  4
dlxtn                 12
dlygate4sd2            4
edfxtp                11
fa                     1
ha                     7
inv                   15
mux2i                  1
nand2                 15
nand2b                 2
nand3                  4
nand3b                 1
nor2                   7
nor2b                  6
nor3                   2
nor3b                  2
o21ai                  8
o21bai                 1
or2                    3
or3                    1
xor2                   2
[layer usage]
| layer | up-vias | global-route usage [%] | wire (um) |
|---|---|---|---|
| met4 | 0 | 0.4474 | 12 |
| li1 | 460 | - | - |
| met1 | 380 | 6.563 | 1127 |
| met3 | 2 | 3.343 | 327 |
| met2 | 25 | 8.122 | 1009 |
| met5 | - | 0 | 0 |
[repair_timing]
| action | 4_1_cts | 5_1_grt |
|---|---|---|
| setup buffers | 2 | 0 |
| gates resized | 9 | 0 |
| endpoints found under the setup margin | 4 | 0 |
| hold buffers | 0 | 0 |
[worst reg2reg max path, stage by stage (launching register included)]
cell and delay (ps):
edfxtp_1 410, ha_1 250, fa_1 380, xor2_1 170, nand2_1 90, o21ai_0 80
Power is estimated from default activity; no workload was simulated.
